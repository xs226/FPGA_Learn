==> design.v <==
module para_seg_display (
	clk,
	rst_n,
	din,
	din_vld,
	segment,
	segsel
);
parameter SEG_NUM =1;
input clk ;
input rst_n;
input[4*SEG_NUM-1:0] din;
input[SEG_NUM-1:0] din_vld;
output[7:0] segment;
output[SEG_NUM-1:0] segsel;
reg[7:0] segment;
reg[SEG_NUM-1:0] segsel;
reg[4*SEG_NUM-1:0] din_ff0;
parameter DATA0   = 8'b00000011  ;
parameter DATA1   = 8'b11110011  ;
parameter DATA2   = 8'b00100101  ;
parameter DATA3   = 8'b00001101  ;
parameter DATA4   = 8'b10011001  ;
parameter DATA5   = 8'b01001001  ;
parameter DATA6   = 8'b01000001  ;
parameter DATA7   = 8'b00011111  ;
parameter DATA8   = 8'b00000001  ;
parameter DATA9   = 8'b00001001  ;
parameter TIME_20ms = 5_000_000 ;
reg[23:0] cnt_20ms;
always @(posedge clk or negedge rst_n)begin
    if(!rst_n)begin
        cnt_20ms <= 0;
    end
    else begin
        if(cnt_20ms==TIME_20ms-1) cnt_20ms <= 0;
        else cnt_20ms <= cnt_20ms + 1;
    end
end
reg[3:0] sel_cnt;
always@(posedge clk or negedge rst_n)begin
    if(rst_n==1'b0)begin
        sel_cnt<=3'd0;
    end
    else if(cnt_20ms==TIME_20ms-1) begin
		if(sel_cnt==SEG_NUM-1) sel_cnt<=3'd0;
		else sel_cnt<=sel_cnt+1;
    end
end
always@(posedge clk or negedge rst_n)begin
    if(rst_n==1'b0)begin
        segsel<={SEG_NUM{1'b1}} ;
    end
    else if(cnt_20ms==TIME_20ms-1) begin
        segsel<=~(1<<sel_cnt);
    end
end
reg[3:0] i;
always@(posedge clk or negedge rst_n)begin
    if(rst_n==1'b0)begin
        din_ff0<={ 4*SEG_NUM{1'b0} };
    end
    else begin
        for(i=0;i<SEG_NUM;i=i+1)begin
			if(din_vld[i]) din_ff0[4*(i+1)-1 -:4]<=din[4*(i+1)-1 -:4];
			else din_ff0[4*(i+1)-1 -:4]<=din_ff0[4*(i+1)-1 -:4];
		end
    end
end
reg[3:0] dis_value;
always@(posedge clk or negedge rst_n)begin
    if(rst_n==1'b0)begin
        dis_value<=4'd0;
    end
    else if(cnt_20ms==TIME_20ms-1) begin
        dis_value<=din_ff0[4*(sel_cnt+1)-1 -:4];
    end
end
always@(*)begin
	case(dis_value)
        0:  segment <= DATA0      ;
        1:  segment <= DATA1      ;
        2:  segment <= DATA2      ;
        3:  segment <= DATA3      ;
        4:  segment <= DATA4      ;
        5:  segment <= DATA5      ;
        6:  segment <= DATA6      ;
        7:  segment <= DATA7      ;
        8:  segment <= DATA8      ;
        9:  segment <= DATA9      ;
        default:segment <= 8'hff  ;
    endcase
end
endmodule
==> run.sh <==
#!/bin/bash
# OpenROAD 26Q1-2900-gdf79404cd8, Yosys 0.63+post, stock flow scripts
make -C /OpenROAD-flow-scripts/flow DESIGN_CONFIG=/design/flow/config.mk WORK_HOME=/design/flow/orfs finish
==> config.mk <==
export PLATFORM = sky130hd
export DESIGN_NAME = para_seg_display
export DESIGN_NICKNAME = para_seg_display
export VERILOG_FILES = /design/flow/design.v
export SDC_FILE = /design/flow/constraint.sdc
export NUM_CORES = 4
export LEC_CHECK = 1
export CORE_AREA = 10 10 108 108
export DIE_AREA = 0 0 118 118
==> constraint.sdc <==
current_design para_seg_display

set clk_period 5.4
set clk_io_pct 0.2

create_clock -name clk0 -period $clk_period [get_ports {clk}]

set non_clock_inputs [all_inputs -no_clocks]
set_input_delay [expr $clk_period * $clk_io_pct] -clock clk0 $non_clock_inputs
set_output_delay [expr $clk_period * $clk_io_pct] -clock clk0 [all_outputs]
==> results.toml <==
# implementation run metrics
[sta]
rsz0062_at_grt = "no"
hold_viol = 0
finalSetupViolCount = 0
fin_skew_ps = 9.40
fmax_ghz = 0.333
period_used_share = 0.556
report.final.slew_viol_count = 0
layout_min_cycle_time_ps = 3000
tns_ps = 0

[detailed_routing]
avgViaCountPerCell = 4.11
drt_iter0_drc = 78
num_vias = 1385
routedWlPerCell_um = 10.6
drtAntennaViolNets = 0
first_pass_iters = 4
antenna_cells = 0
route.detailed.drc = 0
drt-total-wl_um = 3580

[clock_network]
postCtsHoldBufs = 0
clockBufferDepth = 2
clkTransAtPathRegs_ps = 80
cts.sinks = 37
ctsResizeCount = 0
cts_tree = "done"
cts_root_buffer = "clkbuf_8"
cts_setup_buffers = 0
htreeDepth = 2
numCtsBuffers = 5
clkLatencyLatePin_ps = 290

[grt]
grt_usage = 0.0522
overflow = 0
grt_pass1_vias = 1355
antenna_found_initial = 0
grt_start_max_net_pins = 38
grt_pass1_wl_um = 6400

[worst_setup_path]
cp-end-kind = "primary output"
rr_worst_depth = 5
cp.required_ps = 4320
r2r-start = "cnt_20ms[20]$_DFF_PN0_"
crit_arrival_ps = 1920
r2r_end = "dis_value[2]$_DFFE_PN0N_"
crit_fanout = 6
rrSetupSlack_ps = 3110
start_kind = "flip-flop"
critPathKind = "flip-flop to primary output"

[layout]
drive_gt1_frac = 0.101
area_delta_synth_final_pct = 22.0
n_fill_cell = 986
finish.instance_area_mm2 = 0.00235

[yosys]
ys_ff = 37
yosys_cells = 189
avgSynthCellArea_um2 = 10.2
top_area_frac = 0.467
ff_type = "dfrtp_1"
synth-edff-count = 0
syn_area_mm2 = 0.00193
syn_inst = 189
topCellsByArea = "dfrtp_1, xnor2_1, ha_1, nand2_1, nor2_1"
yosysWarnings = 2
postSynthSeqShare = 0.481
yosysUniqueCellTypes = 37
yosys_area_mm2 = 0.00193
top_area_cell = "dfrtp_1"
async_reset_ff_frac = 1.00

[place]
hpwl_um = 2600
place.gp.congestion = 0.847
placed_cell_area_mm2 = 0.00222
port_buffers = 14

[min_path]
hold_path_depth = 1
hp-class = "flip-flop to flip-flop"
min_from = "cnt_20ms[23]$_DFF_PN0_"
min_to = "cnt_20ms[23]$_DFF_PN0_"

[floorplanning]
num_io_pins = 16
chipArea_mm2 = 0.0139
chipHeight_um = 118
fp.dieW_um = 118
initial_core_util = 0.208
coreArea_mm2 = 0.00928
row_count = 35

[power_and_ir_drop]
power_leakage_nw = 0.966
power.density_mw_per_mm2 = 245
peakVddDrop_mv = 0.113

[flow_run]
warnings = 29
max_cap_viol_count = 0

[run_status]
outcome = "finished, final reports clean"
==> area by class of cell <==
class / count / area, um^2 / area share
clock buffers: 5 / 68.8 / 0.0292
clock inverters: 3 / 65.1 / 0.0276
inverters: 10 / 37.5 / 0.0159
multi-input cells: 137 / 938 / 0.399
flip-flops and latches: 37 / 927 / 0.394
well taps: 129 / 161 / 0.0686
repair buffers: 16 / 155 / 0.0659
==> metrics by stage <==
stage | power [W] | instances | utilization | worst slack [ps] | hold WS (ps)
2_1_floorplan | 0.000291 | 189 | - | 3230 | 439
3_3_place_gp | 0.000303 | 329 | 0.239 | 2730 | 454
3_5_place_dp | 0.000303 | 329 | 0.239 | 2710 | 459
4_1_cts | 0.000586 | 337 | 0.254 | 2380 | 474
5_1_grt | 0.000602 | 337 | 0.254 | 2240 | 491
6_report | 0.000578 | 337 | 0.254 | 2400 | 473
==> cell usage in the layout (no fill, tap or decap), types with 5 or more instances in the layout <==
cell             count
mux2i_1              6
a21oi_1              8
clkbuf_8             5
dfrtp_1             36
ha_1                 7
inv_1               10
clkdlybuf4s50_1     14
nand4_1             10
mux2_2               5
xnor2_1             16
nand3_1             12
nand2_1             17
nor2_1              17
==> worst max path at each step <==
stage	slack, ps	end	start
4_1_cts	2380	segment[4]	dis_value[1]$_DFFE_PN0N_
5_1_grt	2240	segment[4]	dis_value[1]$_DFFE_PN0N_
6_report	2400	segment[4]	dis_value[1]$_DFFE_PN0N_
==> routing by layer <==
layer	global-route usage	up-vias	part of all wire
li1	-	701	-
met1	0.0756	662	0.51
met2	0.0787	18	0.44
met3	0.0117	4	0.035
met4	0.0100	0	0.016
met5	0	-	0
==> synth_stat cells (2+ instances only) <==
cell / instances
nand3_1: 12
and4_1: 2
and3_1: 2
ha_1: 7
inv_1: 10
xor2_1: 4
o31ai_1: 3
nor2_1: 17
or4_1: 3
o21a_1: 2
clkbuf_1: 3
buf_4: 2
nor4_1: 2
o21ai_0: 2
mux2_2: 5
dfrtp_1: 36
xnor2_1: 16
nand4_1: 10
nand2_1: 17
a21oi_1: 8
nor3_1: 4
mux2i_1: 6
mux2_4: 2
==> cells by family (layout without fill, tap and decap cells) <==
group / after synthesis / after routing / share of synthesized area
simple gates: 78 / 78 / 0.215
flops: 37 / 37 / 0.481
compound gates: 18 / 18 / 0.0571
fa+ha+maj: 7 / 7 / 0.0454
other cells: 1 / 1 / 0.00194
buf+inv: 15 / 34 / 0.0331
mux: 13 / 13 / 0.0759
xor+xnor: 20 / 20 / 0.0908
==> power breakdown <==
part           leakage [nW]  internal [W]  total (W)  switching (W)
Sequential            0.495      0.000280   0.000282     0.00000160
Clock                0.0681      0.000183   0.000281      0.0000974
Combinational         0.404    0.00000744  0.0000152     0.00000773
==> critical path: stages (launching register included) <==
cell and delay (ps):
dfrtp_1 440, inv_1 200, ha_1 180, mux2i_1 60, nand2_1 100, a21boi_0 180, clkdlybuf4s50_1 490
==> flip-flops by register name, indices dropped and copies added, names as in the netlist <==
register and cells:
cnt_20ms 24, din_ff0 4, dis_value 4, sel_cnt 4
segsel 1
No activity file was given, so power comes from the tool's default toggle rates.
