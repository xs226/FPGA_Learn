File: run.sh
#!/bin/bash
# OpenROAD 26Q1-2900-gdf79404cd8, Yosys 0.63+post, stock flow scripts
make -C /OpenROAD-flow-scripts/flow DESIGN_CONFIG=/design/flow/config.mk WORK_HOME=/design/flow/orfs finish
File: config.mk
export PLATFORM = sky130hd
export DESIGN_NAME = counter
export DESIGN_NICKNAME = counter
export VERILOG_FILES = /design/flow/design.v
export SDC_FILE = /design/flow/constraint.sdc
export NUM_CORES = 4
export LEC_CHECK = 1
export CORE_AREA = 10 10 70 70
export DIE_AREA = 0 0 80 80
File: constraint.sdc
current_design counter

set clk_period 3.9
set clk_io_pct 0.2

create_clock -name clk0 -period $clk_period [get_ports {clk}]

set non_clock_inputs [all_inputs -no_clocks]
set_input_delay [expr $clk_period * $clk_io_pct] -clock clk0 $non_clock_inputs
set_output_delay [expr $clk_period * $clk_io_pct] -clock clk0 [all_outputs]
File: design.v
module counter(
    clk     ,
    rst_n   ,
    din_vld ,
    dout    ,
    dout_vld 
    );
    parameter      NUM =  3;
    input               clk    ;
    input               rst_n  ;
    input               din_vld;
    output[4*NUM-1:0]   dout   ;
    output              dout_vld  ;
    reg   [4*NUM-1:0]   dout     ;
    wire  [4*NUM-1:0]   dout_temp;
    reg                 dout_vld ;
    wire  [3:0]         temp[NUM-1:0];
    wire                add_1_flag[NUM-1:0];
genvar ii;
generate
    for(ii=0;ii<NUM;ii=ii+1)begin:FLGA_BRK
        assign temp[ii]      = dout[(ii+1)*4-1 -:4];
        if(ii==0)
           assign  add_1_flag[ii] = din_vld;
        else
           assign  add_1_flag[ii] = (add_1_flag[ii-1] && temp[ii-1]==9);
        assign dout_temp[(ii+1)*4-1 -:4] = (add_1_flag[ii])?((temp[ii]==9)?0:(temp[ii]+1)):temp[ii];
    end
endgenerate
    always  @(posedge clk or negedge rst_n)begin
        if(rst_n==1'b0)begin
            dout <= 0;
        end
        else begin
            dout <= dout_temp;
        end
    end
    always  @(posedge clk or negedge rst_n)begin
        if(rst_n==1'b0)begin
            dout_vld <= 1'b0;
        end
        else begin
            dout_vld <= din_vld;
        end
    end
endmodule
==> impl_metrics.tcl <==
# flow metrics
set metrics [dict create \
    status "finished, final reports clean" \
    arrival_ns 1.28 \
    warning_count 25 \
    final_layout_size_suffix_gt1_share_pct 6.329 \
    simple_gate_area_share_pct 30.98 \
    adder_share_pct 0 \
    path_class "reg2out" \
    cts_tree "yes" \
    ff_type "dfrtp_1" \
    rows 21 \
    ys_sh_aoi_pct 8.222 \
    die_y_um 80 \
    clockBufferDepth 2 \
    holdBufCountCts 0 \
    grt_remaining_overflow 0 \
    routedWlPerCell_um 10.94 \
    ys_warn_count 1 \
    path_buffers 1 \
    power_frac_seq_pct 44.6 \
    clock.latency.late_pin_ns 0.27 \
    drv_slew 0 \
    setup_ws_ns 1.842 \
    seq_area_frac_synth_pct 49.71 \
    syn_area_sq_um 654.4 \
    peakVddDrop_mv 0.2809 \
    postCtsSetupBuffers 0 \
    cp-end-kind "primary output" \
    startpoint_type "register" \
    area_growth_pct 34.99 \
    grt_usage_pct 4.449 \
    ant_nets 0 \
    portBuffers 15 \
    setup_viol_count_final 0 \
    power.density_nw_per_um2 633.0 \
    post-place-ws_ns 1.665 \
    rsz0062_at_grt "false" \
    ys_area_sq_um 654.4 \
    muxShareOfSynthArea_pct 1.721 \
    crit_chain "clkdlybuf4s50_1" \
    yosys.cell_types.count 28 \
    grt_pass1_vias 485 \
    fp_util_pct 19.16 \
    antenna_found_initial 0 \
    logic_family "simple AND/OR/NAND/NOR gates" \
    fmax_mhz 485.9 \
    globalplace.congestion 0.8034 \
    max_cap_violations 0 \
    cpLargestDelayFamily "buffers and inverters" \
    tns_ns 0 \
    postSynthRegisterBits 13 \
    hp-class "reg2reg" \
    crit_path_max_fanout 9 \
    area_leaders "dfrtp_1 50%, nor2b_1 4.8%, xnor2_1 4.0%" \
    cp_slowest_cell "clkdlybuf4s50_1" \
    cts_root_buf "clkbuf_4" \
    cts_num_sinks 13 \
    numCtsBuffers 3 \
    p_clk_share_pct 14.6 \
    top_cell_area_share_pct 49.71 \
    place_hpwl_um 1059 \
    clk_pin_slew_ns 0.08 \
    cts_resized 0 \
    async_flop_share_pct 100.0 \
    vias_per_cell 4.048 \
    die_x_um 80 \
    finalClockPeriodUsage_pct 52.77 \
    chip_area_sq_um 6400 \
    clock_skew_ns 0.006730 \
    yosys.area.top_type "dfrtp_1" \
    core_area_sq_um 3416 \
    vias 506 \
    grt_pass1_wl_um 2311 \
    netlist_instances 61 \
    synth-xor-area-share_pct 8.031 \
    leakage_nw 0.3713 \
    finalHoldViolations 0 \
    finalPower_mw 0.5592 \
    period_needed_ns 2.058 \
    first_pass_iters 3 \
    max_slew_margin_pct 62.25 \
    synthTopCellsByCount "13 x dfrtp_1, 5 x nand2_1, 5 x nand3_1, 5 x nor2b_1" \
    combPwrFrac_pct 40.8 \
    insertedDiodeCount 0 \
    drt_drc_violations_left 0 \
    h-tree-depth 1 \
    io_pins 16 \
    grt_max_degree 14 \
    p_switching_mw 0.1936 \
    slowest_delay_ns 0.52 \
    edf_count 0 \
    worst_hold_slack_ns 0.5220 \
    internal-power_mw 0.3656 \
    critPathRequiredTime_ns 3.12 \
    synth-cells-yosys 61 \
    worst_pin_slew_ns 0.5645 \
    p_sw_share_pct 34.63 \
    drtIter0Drc 3 \
    post-synth-top-count-cell "dfrtp_1" \
    routed_wirelength_um 1368 \
    syn_area_per_cell_sq_um 10.73 \
]
layer usage:
| metal | up-vias | routed length (um) | track usage, % |
|---|---|---|---|
| li1 | 257 | - | - |
| met1 | 231 | 713 | 6.246 |
| met2 | 16 | 474 | 5.698 |
| met3 | 2 | 172 | 3.068 |
| met4 | 0 | 7 | 0.1761 |
| met5 | - | 0 | 0 |
power by group through the flow:
stage / Sequential (mW) / Clock, mW / Combinational, mW
after CTS: 0.250 / 0.0855 / 0.234
after global routing: 0.261 / 0.0933 / 0.255
final: 0.249 / 0.0817 / 0.228
final timing paths:
path                       startpoint        to  slack, ns  cells after the start
max                           dout[5]   dout[5]       1.84                      1
min                           dout[4]   dout[4]       0.52                      1
max reg2reg                   dout[1]  dout[11]       2.30                      3
min reg2reg                   dout[4]   dout[4]       0.52                      1
max in group asynchronous       rst_n   dout[1]       2.66                      1
min in group asynchronous       rst_n   dout[8]       0.86                      1
stage by stage:
step           cells  utilization, %  area, sq um
2_1_floorplan     61               -        654.4
3_3_place_gp     121           25.09        857.1
3_5_place_dp     121           25.09        857.1
4_1_cts          125           25.86        883.3
5_1_grt          125           25.86        883.3
6_report         125           25.86        883.3
flip-flops by register name, indices dropped and copies added, names as in the netlist:
| register | count |
|---|---|
| dout | 12 |
| dout_vld | 1 |
final cells by class:
class                      instances  area [sq um]
timing repair buffer              15         150.1
fill                             378          2532
sequential                        13         325.3
tap                               46         57.56
inverter                           1         3.754
clock buffer                       4         26.28
multi-input combinational         46         320.3
logic make-up (layout without fill, tap and decap cells):
family	after synthesis	count (layout)
simple gates	31	31
mux	1	1
flops	13	13
compound gates	8	8
buf+inv	2	20
xor+xnor	6	6
cells in the final DEF, fill, tap and decap left out, types with 2 or more instances in the layout:
cell and n:
nor3_1 2, nor2_1 2, and3b_1 2, xnor2_1 3
a21o_1 2, clkdlybuf4s50_1 15, xor2_1 3, nor2b_1 5
o21ai_0 2, clkbuf_4 3, nand2_1 5, dfrtp_1 13
nand3_1 5
Power is estimated from default activity; no workload was simulated.
