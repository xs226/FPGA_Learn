==> design/flow/design.v <==
module seg_led (
	clk,
	rst_n,
	segment,
	segsel,
	key
);
input clk ;
input rst_n;
input key;
output[7:0] segment;
output[5:0] segsel;
reg[7:0] segment;
reg[5:0] segsel;
parameter DATA0   = 8'b00000011  ;
parameter DATA1   = 8'b11110011  ;
parameter DATA2   = 8'b00100101  ;
parameter DATA3   = 8'b00001101  ;
parameter DATA4   = 8'b10011001  ;
parameter DATA5   = 8'b01001001  ;
parameter DATA6   = 8'b01000001  ;
parameter DATA7   = 8'b00011111  ;
parameter DATA8   = 8'b00000001  ;
parameter DATA9   = 8'b00001001  ;
parameter TIME_20ms = 1_000_000 ;
reg[20:0] cnt_20ms;
always @(posedge clk or negedge rst_n)begin
    if(!rst_n)begin
        cnt_20ms <= 0;
    end
    else if( !key ) begin
        if(cnt_20ms<TIME_20ms-1)  cnt_20ms <= cnt_20ms + 1;
    end
	else cnt_20ms<=0;
end
reg key_flag,key_flagr;
always@(posedge clk or negedge rst_n)begin
    if(rst_n==1'b0)begin
        key_flag<=0;
    end
    else if(cnt_20ms==TIME_20ms-1) begin
        key_flag<=1;
    end
	else key_flag<=0;
end
always@(posedge clk or negedge rst_n)begin
    if(rst_n==1'b0)begin
		key_flagr<=0;
    end
    else begin
		key_flagr<=key_flag;
    end
end
wire key_en;
reg pause;
assign key_en=~key_flagr&key_flag;
always@(posedge clk or negedge rst_n)begin
    if(rst_n==1'b0)begin
        pause<=0;
    end
    else  begin
        if(key_en) pause<=~pause;
    end
end
parameter TIME_1s = 50_000_000 ;
reg[23:0] cnt_1s;
always @(posedge clk or negedge rst_n)begin
    if(!rst_n)begin
        cnt_1s <= 0;
    end
    else if(pause==0) begin
        if(cnt_1s==TIME_1s-1) cnt_1s <= 0;
        else cnt_1s <= cnt_1s + 1;
    end
end
reg[3:0] shi_s,shi_g,fen_s,fen_g,miao_s,miao_g;
always@(posedge clk or negedge rst_n)begin
    if(rst_n==1'b0)begin
        miao_g<=0;
    end
    else if(cnt_1s==TIME_1s-1&&pause==0) begin
        if( miao_g==9 ) miao_g<=0;
		else miao_g<=miao_g+1;
	end
end
always@(posedge clk or negedge rst_n)begin
    if(rst_n==1'b0)begin
        miao_s<=0;
    end
    else if( miao_g==9 && cnt_1s==TIME_1s-1) begin
        if( miao_s==5 ) miao_s<=0;
		else miao_s<=miao_s+1;
	end
end
always@(posedge clk or negedge rst_n)begin
    if(rst_n==1'b0)begin
        fen_g<=0;
    end
    else if(miao_s==5 && miao_g==9 && cnt_1s==TIME_1s-1) begin
        if( fen_g==9 ) fen_g<=0;
		else fen_g<=fen_g+1;
	end
end
always@(posedge clk or negedge rst_n)begin
    if(rst_n==1'b0)begin
        fen_s<=0;
    end
    else if( fen_g==9 && miao_s==5 && miao_g==9 && cnt_1s==TIME_1s-1) begin
        if( fen_s==5 ) fen_s<=0;
		else fen_s<=fen_s+1;
	end
end
wire[3:0] shi_g_thd;
always@(posedge clk or negedge rst_n)begin
    if(rst_n==1'b0)begin
        shi_g<=0;
    end
    else if(fen_s==5 &&fen_g==9 &&miao_s==5 && miao_g==9 && cnt_1s==TIME_1s-1) begin
		if(shi_g==shi_g_thd) shi_g<=0;
		else shi_g<=shi_g+1;
	end
end
assign shi_g_thd=shi_s<2?9:3;
always@(posedge clk or negedge rst_n)begin
    if(rst_n==1'b0)begin
        shi_s<=0;
    end
    else if(shi_g==shi_g_thd && fen_s==5 &&fen_g==9 &&miao_s==5 && miao_g==9 && cnt_1s==TIME_1s-1) begin
        if( shi_s==2 ) shi_s<=0;
		else shi_s<=shi_s+1;
	end
end
reg[5:0] dis_value;
always@(*)begin
    case( segsel )
      	6'b11_1110 : dis_value=miao_g ;
		6'b11_1101 : dis_value=miao_s ;
		6'b11_1011 : dis_value=fen_g ;
		6'b11_0111 : dis_value=fen_s ;
		6'b10_1111 : dis_value=shi_g ;
		6'b01_1111 : dis_value=shi_s ;		
      	default:  ;
    endcase
end
parameter TIME_20us = 1000 ;
reg[9:0] cnt_20us;
always @(posedge clk or negedge rst_n)begin
    if(!rst_n)begin
        cnt_20us <= 0;
    end
    else begin
        if(cnt_20us==TIME_20us-1) cnt_20us <= 0;
        else cnt_20us <= cnt_20us + 1;
    end
end
always@(posedge clk or negedge rst_n)begin
    if(rst_n==1'b0)begin
        segsel<=6'h3e;
    end
    else if(cnt_20us==TIME_20us-1) begin
		segsel<={segsel[4:0],segsel[5]};		
    end
end
always@(*)begin
	case( dis_value )
        0:  segment <= DATA0      ;
        1:  segment <= DATA1      ;
        2:  segment <= DATA2      ;
        3:  segment <= DATA3      ;
        4:  segment <= DATA4      ;
        5:  segment <= DATA5      ;
        6:  segment <= DATA6      ;
        7:  segment <= DATA7      ;
        8:  segment <= DATA8      ;
        9:  segment <= DATA9      ;
        default:segment <= 8'hff  ;
    endcase
end
endmodule
==> design/flow/run.sh <==
#!/bin/bash
# OpenROAD 26Q1-2900-gdf79404cd8, Yosys 0.63+post, stock flow scripts
make -C /OpenROAD-flow-scripts/flow DESIGN_CONFIG=/design/flow/config.mk WORK_HOME=/design/flow/orfs finish
==> design/flow/config.mk <==
export PLATFORM = sky130hd
export DESIGN_NAME = seg_led
export DESIGN_NICKNAME = seg_led
export VERILOG_FILES = /design/flow/design.v
export SDC_FILE = /design/flow/constraint.sdc
export NUM_CORES = 4
export LEC_CHECK = 1
export CORE_AREA = 10 10 72 72
export DIE_AREA = 0 0 82 82
==> design/flow/constraint.sdc <==
current_design seg_led

set clk_period 4.6
set clk_io_pct 0.2

create_clock -name clk0 -period $clk_period [get_ports {clk}]

set non_clock_inputs [all_inputs -no_clocks]
set_input_delay [expr $clk_period * $clk_io_pct] -clock clk0 $non_clock_inputs
set_output_delay [expr $clk_period * $clk_io_pct] -clock clk0 [all_outputs]
==> impl_metrics.tcl <==
# collected from the flow reports
set metrics [dict create \
    outcome "finished clean" \
    rows 22 \
    cts_buffer_depth 2 \
    cap_violations 0 \
    finalHoldViolCount 0 \
    required_ns 3.68 \
    critical_path.max_fanout 3 \
    path_delay_family "flip-flops" \
    yosys.area_share.aoi_pct 7.40 \
    place_ws_ns 2.69 \
    synthTopCellsByArea "dfrtp_1, dfstp_2, buf_4" \
    cts_sinks 16 \
    finClkSkew_ns 0.00262 \
    netlist_instances 76 \
    irDropWorstVdd_mv 0.227 \
    area_growth_pct 16.1 \
    yosysSeqAreaShare_pct 48.1 \
    combGateArea_um2 375 \
    regToRegSetupSlack_ns 2.69 \
    ys_types 30 \
    max_freq_ghz 0.460 \
    slew_headroom_pct 53.2 \
    seq_area_um2 407 \
    grt_first_pass_wirelength_um 2590 \
    crit_start "segsel[4]$_DFFE_PN1N_" \
    grt_usage_pct 4.72 \
    setup_slack_ns 2.42 \
    fp_util_pct 22.9 \
    r2r_end "segsel[0]$_DFFE_PN0N_" \
    crit_chain "clkdlybuf4s50_1" \
    drive_gt1_share_pct 22.9 \
    syn_area_per_cell_um2 11.1 \
    period_needed_ns 2.18 \
    synthFlopType "dfrtp_1" \
    cp.depth 1 \
    top_area_cell "dfrtp_1" \
    clk_latency_ns 0.25 \
    ys_sh_adder_pct 1.48 \
    num_antenna_cells 0 \
    nFillCells 386 \
    synth-xor-area-share_pct 4.14 \
    top_layer_used "met3" \
    wirelength_um 1480 \
    min_from "cnt_20us[0]$_DFF_PN0_" \
    gr-total-overflow 0 \
    yosys_area_um2 846 \
    grt_pass1_vias 571 \
    clkTransAtPathRegs_ns 0.06 \
    hold-path-cell-count 1 \
    dp_hpwl_um 1050 \
    logic_family "simple AND/OR/NAND/NOR gates" \
    worst_setup_path_end_kind "primary output" \
    ys_cells 76 \
    drt_iter0_drc 40 \
    yosysWarnings 1 \
    critical_path_buf_inv_count 1 \
    async_flop_share_pct 100 \
    tightest_slew_ns 0.699 \
    io-pin-count 17 \
    synthDominantCellAreaShare_pct 32.5 \
    ant_nets 0 \
    edf_count 0 \
    fin_util_pct 26.6 \
    cts_tree "yes" \
    worstPathArrival_ns 1.26 \
    cts_buffers 3 \
    drv_slew 0 \
    syn_area_um2 846 \
    cts_max_level 1 \
    drt-met1-wl_um 662 \
    hold-path-endpoint "cnt_20us[0]$_DFF_PN0_" \
    die_h_um 82 \
    die_width_um 82 \
    port_buffers 7 \
    finalClockPeriodUsage_pct 47.3 \
    antenna_found_initial 0 \
    rsz0062_at_grt "no" \
    final_cell_mix "dfrtp_1, conb_1, clkdlybuf4s50_1" \
    holdBufCountCts 0 \
    p_leak_nw 0.404 \
    core_um2 3690 \
    vias 574 \
    viasPerCell 4.38 \
    regToRegStartpoint "cnt_20us[0]$_DFF_PN0_" \
    simple_gate_share_pct 19.8 \
    avgRoutedWirePerCell_um 11.3 \
    hp-class "reg2reg" \
    fin_tns_setup_ns 0 \
    root_buffer "clkbuf_8" \
    cp-start-kind "flip-flop" \
    power.density_nw_per_um2 272 \
    ys.flops 16 \
    route.met2.wl_um 659 \
    die_area_um2 6720 \
    cts.repair.resized 0 \
    crit_path_top_delay_cell "dfstp_2" \
    criticalPathCategory "reg2out" \
    gp_congestion 0.885 \
    first_pass_iters 4 \
    post_cts_buffers 0 \
    wl_met3_um 158 \
    grt_max_degree 17 \
    remaining_drc_errors 0 \
    mux_share_pct 7.99 \
    setup_viol 0 \
    warning_count 26 \
    rr_worst_depth 4 \
    slowest_delay_ns 0.54 \
    lay_top_count "dfrtp_1" \
]
==> per-layer routing <==
metal	vias to the layer above	track usage (%)
li1	271	-
met1	285	5.80
met2	18	6.90
met3	0	3.30
met4	0	0.510
met5	-	0
==> cells by family after synthesis <==
| family | count (synthesis) |
|---|---|
| adders and majority gates | 1 |
| xor gates and xnor gates | 4 |
| muxes | 6 |
| other | 2 |
| AOI/OAI and AO/OA | 8 |
| buffers and inverters | 14 |
| DFF | 16 |
| and+or+nand+nor | 25 |
==> state kept, by name, summed over array words and instances, names as in the netlist <==
register	cells
cnt_20us	10
segsel	6
==> power by group <==
part | internal (mW) | switching [mW] | leakage (nW) | total, mW
clock | 0.0758 | 0.0469 | 0.0288 | 0.123
sequential | 0.141 | 0 | 0.195 | 0.141
combinational | 0.000744 | 0.00290 | 0.180 | 0.00364
total | 0.218 | 0.0498 | 0.404 | 0.267
==> area by class of cell <==
| cell class | instances | share of cell area (%) |
|---|---|---|
| timing repair buffer | 7 | 7.13 |
| sequential | 16 | 41.4 |
| tap | 48 | 6.11 |
| clock buffer | 4 | 5.61 |
| multi-input combinational | 52 | 38.2 |
| inverter | 4 | 1.53 |
==> synthesized netlist by cell type (all sizes together) (2+ instances only) <==
library cell,number
and3,2
buf,9
conb,2
dfrtp,11
dfstp,5
inv,4
mux2,6
nand2,3
nand3,5
nand4,3
nor2,4
nor3,2
nor4,2
o311ai,2
xnor2,2
xor2,2
==> stage by stage <==
step / cells / hold slack [ns] / area (um^2) / power (mW)
2_1_floorplan: 82 / 0.448 / 868 / 0.148
3_3_place_gp: 127 / 0.460 / 927 / 0.148
3_5_place_dp: 127 / 0.476 / 927 / 0.147
4_1_cts: 131 / 0.485 / 982 / 0.271
5_1_grt: 131 / 0.542 / 982 / 0.278
6_report: 131 / 0.483 / 982 / 0.267
==> worst max path at each step <==
| stage | slack (ns) | endpoint |
|---|---|---|
| 4_1_cts | 2.41 | segsel[1] |
| 5_1_grt | 2.37 | segsel[1] |
| 6_report | 2.42 | segsel[4] |
Power figures rest on the tool's default switching activity, not on a simulated workload.
